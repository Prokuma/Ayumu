===== ./config.mk =====
export PLATFORM = sky130hd
export DESIGN_NAME = REG_WB
export DESIGN_NICKNAME = REG_WB
export VERILOG_FILES = /design/flow/design.v
export SDC_FILE = /design/flow/constraint.sdc
export NUM_CORES = 4
export LEC_CHECK = 1
export CORE_UTILIZATION = 50

===== ./constraint.sdc =====
current_design REG_WB

set clk_period 8.9
set clk_io_pct 0.2

create_clock -name clk0 -period $clk_period [get_ports {CLK_WB}]

set non_clock_inputs [all_inputs -no_clocks]
set_input_delay [expr $clk_period * $clk_io_pct] -clock clk0 $non_clock_inputs
set_output_delay [expr $clk_period * $clk_io_pct] -clock clk0 [all_outputs]

===== ./design.v =====
module REG_WB(
	input CLK_WB,
	input REG_WRITE,
	input F_FLAG,
	input INOUT_FLAG,
	input [7:0] INT_FLAG_OUT,
	input [15:0] PC,
	input [4:0] REG_A_ADDR,
	input [1:0] MODE,
	input [1:0] JUMP_MODE,
	input [1:0] REG_O_TYPE,
	input [7:0] DATA,
	input [31:0] INPUT,
	output reg [15:0] NEXT,
	output [127:0] REG_R_OUT,
	output [63:0] REG_IO_OUT,
	output [63:0] REG_INT_FLAG_OUT,
	output INT_PROCESS
);
reg [7:0]  REG_R  [15:0];
reg [7:0]  REG_IO [7:0];
reg [23:0] REG_INT [7:0];
wire [7:0] REG_IO_WIRE [7:0];
reg INT_FLAG;
reg [15:0] INT_PREV_PC;
assign INT_PROCESS = INT_FLAG;
assign REG_R_OUT[7:0] = REG_R[0];
assign REG_R_OUT[15:8] = REG_R[1];
assign REG_R_OUT[23:16] = REG_R[2];
assign REG_R_OUT[31:24] = REG_R[3];
assign REG_R_OUT[39:32] = REG_R[4];
assign REG_R_OUT[47:40] = REG_R[5];
assign REG_R_OUT[55:48] = REG_R[6];
assign REG_R_OUT[63:56] = REG_R[7];
assign REG_R_OUT[71:64] = REG_R[8];
assign REG_R_OUT[79:72] = REG_R[9];
assign REG_R_OUT[87:80] = REG_R[10];
assign REG_R_OUT[95:88] = REG_R[11];
assign REG_R_OUT[103:96] = REG_R[12];
assign REG_R_OUT[111:104] = REG_R[13];
assign REG_R_OUT[119:112] = REG_R[14];
assign REG_R_OUT[127:120] = REG_R[15];
assign REG_IO_OUT[7:0] = REG_IO[0];
assign REG_IO_OUT[15:8] = REG_IO[1];
assign REG_IO_OUT[23:16] = REG_IO[2];
assign REG_IO_OUT[31:24] = REG_IO[3];
assign REG_IO_OUT[39:32] = REG_IO[4];
assign REG_IO_OUT[47:40] = REG_IO[5];
assign REG_IO_OUT[55:48] = REG_IO[6];
assign REG_IO_OUT[63:56] = REG_IO[7];
assign REG_INT_FLAG_OUT[7:0] = REG_INT[0][23:16];
assign REG_INT_FLAG_OUT[15:8] = REG_INT[1][23:16];
assign REG_INT_FLAG_OUT[23:16] = REG_INT[2][23:16];
assign REG_INT_FLAG_OUT[31:24] = REG_INT[3][23:16];
assign REG_INT_FLAG_OUT[39:32] = REG_INT[4][23:16];
assign REG_INT_FLAG_OUT[47:40] = REG_INT[5][23:16];
assign REG_INT_FLAG_OUT[55:48] = REG_INT[6][23:16];
assign REG_INT_FLAG_OUT[63:56] = REG_INT[7][23:16];
always @(posedge CLK_WB) begin
	if ((INT_FLAG_OUT != 8'b0)& !INT_FLAG) begin
		INT_FLAG <= 1;
		if (INT_FLAG_OUT[0])
			NEXT <= REG_INT[0][15:0];
		else if (INT_FLAG_OUT[1])
			NEXT <= REG_INT[1][15:0];
		else if (INT_FLAG_OUT[2])
			NEXT <= REG_INT[2][15:0];
		else if (INT_FLAG_OUT[3])
			NEXT <= REG_INT[3][15:0];
		else if (INT_FLAG_OUT[4])
			NEXT <= REG_INT[4][15:0];
		else if (INT_FLAG_OUT[5])
			NEXT <= REG_INT[5][15:0];
		else if (INT_FLAG_OUT[6])
			NEXT <= REG_INT[6][15:0];
		else if (INT_FLAG_OUT[7])
			NEXT <= REG_INT[7][15:0];
		INT_PREV_PC <= PC;
	end
	else if (REG_WRITE) begin
		case (MODE)
			2'b00: REG_R[REG_A_ADDR] <= DATA;
			2'b10: begin
				REG_IO[4] = INPUT[7:0];
				REG_IO[5] = INPUT[15:8];
				REG_IO[6] = INPUT[23:16];
				REG_IO[7] = INPUT[31:24];
				case (REG_O_TYPE)
					2'b00: begin
						if (INOUT_FLAG)
							REG_R[REG_A_ADDR] <= REG_IO[DATA[3:0]];
						else
							REG_IO[DATA[3:0]] <= REG_R[REG_A_ADDR];
					end
					2'b01: begin
						if (REG_A_ADDR == 4'd0) begin
							REG_INT[DATA[3:0]][15:8] <= REG_R[12];
							REG_INT[DATA[3:0]][7:0] <= REG_R[13];
						end
						else begin
							REG_INT[DATA[3:0]][15:8] <= REG_R[14];
							REG_INT[DATA[3:0]][7:0] <= REG_R[15];
						end
					end
					2'b10: REG_INT[DATA[3:0]][23:16] <= REG_R[REG_A_ADDR];
				endcase
			end
		endcase
		NEXT <= PC + 16'b1;
	end
	else if (!REG_WRITE & MODE == 2'b11) begin
		NEXT <= PC + 16'b1;
	end
	else begin
		case (JUMP_MODE)
			2'b00: begin
				NEXT[15:8] <= REG_R[REG_A_ADDR];
				NEXT[7:0] <= REG_R[DATA[3:0]];
			end
			2'b01: begin
				if (F_FLAG) begin
					NEXT[15:8] <= REG_R[REG_A_ADDR];
					NEXT[7:0] <= REG_R[DATA[3:0]];
				end
			end
			2'b10: begin
				NEXT <= INT_PREV_PC;
				INT_FLAG <= 0;
			end
		endcase
	end
end
endmodule

===== ./run.sh =====
#!/bin/bash
# OpenROAD 26Q1-2900-gdf79404cd8, Yosys 0.63+post, stock flow scripts
make -C /OpenROAD-flow-scripts/flow DESIGN_CONFIG=/design/flow/config.mk WORK_HOME=/design/flow/orfs finish

==> flow_summary.toml <==
# physical design summary
[outcome]
status = "complete, no violations"

[critical_path]
reg2reg_depth = 4
crit_slowest_cell = "clkdlybuf4s50_1"
r2r-end = "REG_INT[1][22]$_DFFE_PP_"
critPathRequiredTime_ns = 9.06
crit_type = "in -> reg"
r2r-start = "REG_R[0][6]$_DFFE_PP_"
slowest_delay_ns = 0.80
path_cells = "clkdlybuf4s50_1 -> nor3_1 -> a31o_1 -> buf_4 -> and3_1 -> buf_4 -> nand3b_1 -> nor2_1"
worstPathArrival_ns = 5.43
reg2reg_setup_slack_ns = 5.98
critPathLaunchType = "input pin"
end_kind = "flip-flop"
critPathMaxFanout = 34
crit_top_cell = "buf_4"

[synthesis]
enable_flop_cells = 416
synth_cells = 1170
synthFlopType = "edfxtp_1"
mappedNetlistArea_mm2 = 0.0184
syn_area_per_cell_um2 = 15.7
ys_cells = 1170
synth_cell_types = 63
numSynthFlops = 417
yosys_warnings = 2
ys_chip_area_mm2 = 0.0184
async_reset_ff_frac = 0
ys_seq_frac = 0.680

[run]
warning_count = 26
maxCapViolCount = 0

[die]
io_pins = 352
fp-row-count = 69
die_area_mm2 = 0.0376
fp.dieH_um = 194
fp_util = 0.512
die_x_um = 194
core_area_mm2 = 0.0359

[cts]
cts_resized = 0
clockBufferDepth = 3
ctsHoldBuffers = 0
clkLatencyLatePin_ns = 0.54
tritoncts = "built"
h-tree-depth = 2
numCtsBuffers = 42
clock-sinks = 417
cts-root-buf = "clkbuf_16"
clkTransAtPathRegs_ns = 0.06
post-cts-setup-buffers = 0

[sta]
rsz0062_at_grt = "no"
worstMarginPinSlew_ns = 0.970
period_used_share = 0.592
relSlewSlack = 0.352
finClkSkew_ns = 0.0162
finalCriticalPeriod_ns = 5.27
max_clock_freq_mhz = 190
setup_violations = 0
final_max_slew_viol_count = 0
final-hold-violation-count = 0
tns_ns = 0

[power_and_ir_drop]
ir_drop_mv = 0.160
p_leak_nw = 7.92
finalPower_mw = 4.74
cellPowerDensity_mw_per_mm2 = 201

[drt]
wl_per_cell_um = 30.3
drcViolationCount = 0
ant_nets = 0
vias_per_cell = 6.18
drt_pre_antenna_iters = 5
drtIter0Drc = 912
drt_wl_total_um = 59800
num_vias = 12190

[placement]
numPortBuffers = 351
gp_congestion = 0.960
dp_hpwl_um = 42700
dpl_cell_area_mm2 = 0.0220

[global_route]
grt_usage = 0.358
grt_first_pass_wirelength_um = 86200
grt-ovfl-total = 0
grt_max_degree = 50
grt_pass1_vias = 12795
grt_antenna_before_repair = 5

[cells_and_area]
fillers = 2500
final_cell_mix = "416 x edfxtp_1, 347 x clkdlybuf4s50_1, 88 x nand2_1"
regArea_mm2 = 0.0125
lay_top_count = "edfxtp_1"
area_growth_pct = 28.0
final_area_mm2 = 0.0236
final_layout_size_suffix_gt1_frac = 0.152
logic_area_mm2 = 0.00505

[min_path]
hold_end = "INT_FLAG$_SDFFE_PP1P_"
hold_path_depth = 2
hold_path_class = "reg -> reg"
hold_path.startpoint = "INT_FLAG$_SDFFE_PP1P_"
==> kinds of logic (layout without fill, tap and decap cells) <==
family | after synthesis | after routing | synth area share
XOR/XNOR | 11 | 11 | 0.00524
adder cells (fa/ha/maj) | 1 | 1 | 0.000680
AND/OR/NAND/NOR | 248 | 248 | 0.0632
AND-OR/OR-AND | 198 | 198 | 0.0723
buffers and inverters | 146 | 485 | 0.0472
multiplexers | 149 | 149 | 0.131
other | 0 | 3 | 0
flip-flops | 417 | 417 | 0.680
==> layer usage <==
layer	track usage	wire (µm)	share of wire	up-vias
met1	0.491	20300	0.34	5912
met2	0.519	28100	0.47	976
met4	0.110	2450	0.041	6
li1	-	-	-	5170
met3	0.211	8840	0.15	126
met5	0.0255	94	0.0016	-
==> power by group <==
group	switching, mW	leakage [nW]	total (mW)	internal, mW
logic	0.291	3.37	0.505	0.214
registers	0.0249	3.78	2.27	2.25
clock network	0.727	0.763	1.97	1.24
==> worst max-delay path: cells and delay by family <==
family	cells	cell delay, ns
buffers and inverters	3	1.46
AND/OR/NAND/NOR	4	1.95
AND-OR/OR-AND	1	0.22
==> Yosys cell counts (6+ instances only) <==
cell       count  share of area
a2111oi_0      6         0.0029
a211oi_1       9         0.0037
a21oi_1       20         0.0054
a221oi_1      11         0.0052
a22oi_1       18         0.0073
a31oi_1       11         0.0037
and3_1         7         0.0024
buf_1          6         0.0012
buf_2         15         0.0041
buf_4         68          0.028
clkbuf_1      34         0.0069
edfxtp_1     416           0.68
inv_1         17         0.0035
mux2_2        32          0.020
mux2_4        10         0.0082
mux2i_1       40          0.022
mux4_2        67          0.082
nand2_1       88          0.018
nand2b_1      13         0.0044
nand3_1       27         0.0073
nand4_1        7         0.0024
nor2_1        58          0.012
nor2b_1       10         0.0034
nor3_1        21         0.0057
o211ai_1       7         0.0029
o21ai_0       63          0.017
o22ai_1       12         0.0041
xor2_1         6         0.0029
==> per-stage QoR <==
step,setup slack (ns),hold WS (ns),cells,util
2_1_floorplan,4.08,0.422,1170,-
6_report,3.63,0.503,1973,0.656
3_3_place_gp,3.37,0.490,1893,0.613
5_1_grt,3.40,0.534,1970,0.656
4_1_cts,3.76,0.510,1970,0.656
3_5_place_dp,3.20,0.500,1893,0.613
==> flip-flops by register name, indices dropped and copies added (netlist names) <==
signal       flops
INT_FLAG         1
INT_PREV_PC     16
NEXT            16
REG_INT        192
REG_IO          64
REG_R          128
==> worst max-delay path by stage <==
stage	start	to	slack, ns	cells after the start
after global routing	INT_FLAG_OUT[3]	REG_INT[6][16]$_DFFE_PP_	3.40	8
final	INT_FLAG_OUT[5]	REG_INT[6][16]$_DFFE_PP_	3.63	8
after CTS	INT_FLAG_OUT[5]	REG_INT[6][16]$_DFFE_PP_	3.76	8
==> area by class of cell <==
| class | instances | share of cell area |
|---|---|---|
| Antenna cell | 3 | 0.000319 |
| Timing Repair Buffer | 390 | 0.161 |
| Sequential cell | 417 | 0.531 |
| Clock buffer | 50 | 0.0486 |
| Clock inverter | 27 | 0.0175 |
| Tap cell | 461 | 0.0245 |
| Multi-Input combinational cell | 607 | 0.214 |
| Inverter | 18 | 0.00287 |
Power figures rest on the tool's default switching activity, not on a simulated workload.
