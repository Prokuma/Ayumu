File: design/flow/config.mk
export PLATFORM = sky130hd
export DESIGN_NAME = ALU
export DESIGN_NICKNAME = ALU
export VERILOG_FILES = /design/flow/design.v
export SDC_FILE = /design/flow/constraint.sdc
export NUM_CORES = 4
export LEC_CHECK = 1
export CORE_UTILIZATION = 40
File: design/flow/constraint.sdc
current_design ALU

set clk_period 4.3
set clk_io_pct 0.2

create_clock -name clk0 -period $clk_period [get_ports {CLK_EX}]

set non_clock_inputs [all_inputs -no_clocks]
set_input_delay [expr $clk_period * $clk_io_pct] -clock clk0 $non_clock_inputs
set_output_delay [expr $clk_period * $clk_io_pct] -clock clk0 [all_outputs]
File: design/flow/design.v
module ALU(
	input CLK_EX,
	input [7:0] IN_A,
	input [7:0] IN_B,
	input [3:0] CAL,
	input [1:0] MODE,
	input C_IN,
	input F_IN,
	output [7:0] OUT,
	output C_OUT,
	output reg F_OUT
);
reg [8:0] RESULT;
assign C_OUT = RESULT[8];
assign OUT = RESULT[7:0];
always @(posedge CLK_EX) begin
	case (MODE) 
		2'b00: begin
			case (CAL)
				4'b0000: RESULT <= IN_A + IN_B; 
				4'b0001: RESULT <= IN_A - IN_B; 
				4'b0010: RESULT <= $signed(IN_A) * $signed(IN_B);
				4'b0011: RESULT <= IN_A << IN_B; 
				4'b0100: RESULT <= IN_A >> IN_B;
				4'b0101: RESULT <= IN_A & IN_B;
				4'b0110: RESULT <= IN_A | IN_B;
				4'b0111: RESULT <= IN_A ^ IN_B;
				4'b1000: RESULT <= $unsigned(IN_A) * $unsigned(IN_B);
				4'b1001: RESULT <= IN_A + IN_B + C_IN;
				4'b1010: RESULT <= IN_A - IN_B - C_IN;
				4'b1011: RESULT <= ~IN_A;
				default: RESULT <=  9'b000000000;
			endcase
			F_OUT <= 0;
		end
		2'b01: begin
			case (CAL)
				4'b0000: F_OUT <= IN_A == IN_B;
				4'b0001: F_OUT <= IN_A != IN_B;
				4'b0010: F_OUT <= IN_A < IN_B;
				4'b0011: F_OUT <= IN_A > IN_B;
				4'b0100: F_OUT <= IN_A <= IN_B;
				4'b0101: F_OUT <= IN_A >= IN_B;
				default: F_OUT <= 0;
			endcase
			RESULT <= 9'b000000000;
		end
		2'b10: begin
			F_OUT <= 0;
			RESULT <= IN_A;
		end
		2'b11: begin
			F_OUT <= 0;
			RESULT <= IN_A;
		end
	endcase
end
endmodule
File: design/flow/run.sh
#!/bin/bash
# OpenROAD 26Q1-2900-gdf79404cd8, Yosys 0.63+post, stock flow scripts
make -C /OpenROAD-flow-scripts/flow DESIGN_CONFIG=/design/flow/config.mk WORK_HOME=/design/flow/orfs finish
==> impl_metrics.tcl <==
# implementation run metrics
set metrics [dict create \
    hold_viol 0 \
    ff_type "dfxtp_1" \
    cts_tree "yes" \
    slew_headroom_pct 49.6 \
    holdCritStartpoint "IN_A[0]" \
    portBuffers 33 \
    hold_class "in -> reg" \
    insertedDiodeCount 0 \
    synth_seq_share_pct 4.32 \
    area.growth.synth_to_final_pct 38.2 \
    rsz0062_at_grt "yes" \
    place.gp.congestion 1.01 \
    max_freq_mhz 221 \
    pwr-share-comb_pct 82.2 \
    grt_max_degree 17 \
    drive_gt1_share_pct 29.0 \
    ys_area_um2 4630 \
    drtAntennaViolNets 0 \
    maxCapViolations 0 \
    cp_data_arrival_time_ps 4640 \
    worstSetupEndpointType "flip-flop" \
    swShare_pct 45.6 \
    path_class "in -> reg" \
    slew_violations 0 \
    total_power_w 0.00162 \
    synth_area_um2 4630 \
    fin_setup_tns_ps -599 \
    timing.hold.worst_path_depth 3 \
    initial_core_util_pct 41.8 \
    topCellsByArea "ha_1 (16%), fa_1 (14%), inv_1 (7.5%)" \
    async_reset_ff_share_pct 0 \
    ys_cells 631 \
    holdWs_ps 1000 \
    synth-xor-area-share_pct 9.51 \
    totalWireLength_um 18500 \
    dp.cells 866 \
    synth_area_leader_cell "ha_1" \
    grt_first_pass_wirelength_um 27800 \
    io_pins 35 \
    powerDensity_nw_per_um2 253 \
    ctsHoldBuffers 0 \
    syn_area_per_cell_um2 7.34 \
    placementRows 38 \
    numCtsBuffers 3 \
    viasPerCell 5.77 \
    hold_end "RESULT[0]" \
    clk_pin_slew_ps 40 \
    path_max_fanout 5 \
    irDropWorstVdd_uv 178 \
    seqPwrFrac_pct 6.4 \
    cts-root-buf "clkbuf_16" \
    drtIter0Drc 544 \
    synthTopLogicFamily "adder cells" \
    place_hpwl_um 15200 \
    chipArea_um2 12000 \
    stdcell_count 886 \
    setup_viol 4 \
    htree_levels 1 \
    cts_num_sinks 10 \
    simple_gate_area_share_pct 20.7 \
    cp-start-kind "input pin" \
    via_count 5111 \
    grt_pass1_vias 4862 \
    fin_crit_ps 4530 \
    violations "negative setup slack" \
    grt_overflow 0 \
    coreArea_um2 11100 \
    edf_count 0 \
    syn-instance-count 631 \
    switchingPower_w 0.000738 \
    antenna_found_initial 0 \
    fp.dieH_um 110 \
    pwr-share-clk_pct 11.5 \
    worst_pin_slew_ps 751 \
    synth_top_area_share_pct 16.2 \
    ys.flops 10 \
    grt_use_total_pct 33.1 \
    dr.pass1.iters 4 \
    post-route-util_pct 57.7 \
    avgRoutedWirePerCell_um 20.9 \
    synthAoiAreaFrac_pct 21.5 \
    drc_errors 0 \
    synth_cell_types 69 \
    p_int_w 0.000881 \
    n_fill_cell 968 \
    crit_required_ps 4400 \
    cts_buffer_depth 2 \
    setup_slack_ps -233 \
    yosys.area_share.adder_pct 30.7 \
    ys_sh_mux_pct 2.62 \
    fp.dieW_um 110 \
    p_leak_nw 2.94 \
    yosys_warnings 1 \
    warnings 45 \
    status "complete, but fails checks" \
    finalClockPeriodUsage_pct 105 \
]
flip-flops by register name, summed over array words and instances (netlist names):
| name | flops |
|---|---|
| F_OUT | 1 |
| RESULT | 9 |
cell families after synthesis:
family                   count (synthesis)
flip-flops                              10
adder cells (fa/ha/maj)                 94
XOR/XNOR                                47
buffers and inverters                  125
multiplexers                            12
AND/OR/NAND/NOR                        204
AND-OR/OR-AND                          139
what timing repair did:
action,4_1_cts,5_1_grt
gates resized,151,29
endpoints found under the setup margin,6,4
pin swaps,34,31
setup buffers,13,3
worst max-delay path, stage by stage:
cell and delay [ps]:
buf_4 150, inv_1 110, buf_4 140, nor2_4 40, ha_1 230, fa_1 500, inv_1 60, fa_1 470
fa_1 510, inv_1 60, ha_4 250, a21o_1 170, a21oi_2 140, xnor3_1 240, xnor2_1 160, nor2_1 80
a2111oi_2 330, a31oi_1 140
placed cells by master, fill, tap and decap left out, types with 17 or more instances in the layout:
cell	Yosys	layout
buf_6	1	17
ha_1	60	45
xnor2_1	31	28
inv_1	92	71
a21oi_1	25	22
nand2_1	57	49
clkdlybuf4s50_1	0	17
nor2_1	64	56
fa_1	33	26
o21ai_0	18	18
buf_4	1	99
per-layer routing:
metal	vias to the layer above	global-route usage (%)	routed length (um)
met4	0	7.14	409
met5	-	0	0
met1	2433	50.3	8170
met3	26	6.95	1690
li1	2405	-	-
met2	247	49.1	8210
final cells by class:
cell class	count	area, um^2	area share, %
Inverter	93	379	5.93
Timing Repair Buffer	143	1240	19.4
Sequential cell	10	200	3.13
Clock buffer	4	88.8	1.39
Tap cell	140	175	2.74
Multi-Input combinational cell	496	4310	67.4
cells in the mapped netlist, types with 6 or more instances:
| library cell | count |
|---|---|
| a211oi_1 | 7 |
| a21o_1 | 7 |
| a21oi_1 | 25 |
| a22oi_1 | 6 |
| and2_1 | 7 |
| buf_2 | 10 |
| clkbuf_1 | 16 |
| dfxtp_1 | 10 |
| fa_1 | 33 |
| ha_1 | 60 |
| inv_1 | 92 |
| mux2i_1 | 11 |
| nand2_1 | 57 |
| nand2b_1 | 8 |
| nand3_1 | 9 |
| nand4_1 | 8 |
| nor2_1 | 64 |
| nor2b_1 | 7 |
| nor3_1 | 16 |
| nor4_1 | 9 |
| o21ai_0 | 18 |
| o21ai_1 | 7 |
| o22ai_1 | 7 |
| xnor2_1 | 31 |
| xor2_1 | 13 |
worst max-delay path by stage:
stage,start,to,slack [ps],cells after the start
after CTS,IN_A[0],RESULT[8],-310,18
after global routing,IN_A[3],RESULT[8],-410,17
final,IN_A[4],RESULT[8],-230,18
power by group through the flow:
| stage | sequential, W | clock [W] | combinational, W |
|---|---|---|---|
| after CTS | 0.000103 | 0.000186 | 0.00128 |
| after global routing | 0.000103 | 0.000190 | 0.00145 |
| final | 0.000103 | 0.000186 | 0.00133 |
through the flow:
| stage | instance area (um^2) | setup slack [ps] |
|---|---|---|
| after floorplan | 4870 | -278 |
| after global placement | 5830 | -1160 |
| after detailed placement | 5830 | -1170 |
| after CTS | 6250 | -308 |
| after global routing | 6400 | -407 |
| final | 6400 | -233 |
Power figures rest on the tool's default switching activity, not on a simulated workload.
