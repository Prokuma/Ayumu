### /design/flow/constraint.sdc
current_design REG_DC

set clk_period 2.9
set clk_io_pct 0.2

create_clock -name clk0 -period $clk_period [get_ports {CLK_DC}]

set non_clock_inputs [all_inputs -no_clocks]
set_input_delay [expr $clk_period * $clk_io_pct] -clock clk0 $non_clock_inputs
set_output_delay [expr $clk_period * $clk_io_pct] -clock clk0 [all_outputs]
### /design/flow/config.mk
export PLATFORM = sky130hd
export DESIGN_NAME = REG_DC
export DESIGN_NICKNAME = REG_DC
export VERILOG_FILES = /design/flow/design.v
export SDC_FILE = /design/flow/constraint.sdc
export NUM_CORES = 4
export LEC_CHECK = 1
export CORE_AREA = 10 10 156 156
export DIE_AREA = 0 0 166 166
### /design/flow/run.sh
#!/bin/bash
# OpenROAD 26Q1-2900-gdf79404cd8, Yosys 0.63+post, stock flow scripts
make -C /OpenROAD-flow-scripts/flow DESIGN_CONFIG=/design/flow/config.mk WORK_HOME=/design/flow/orfs finish
### /design/flow/design.v
module REG_DC (
	input CLK_DC,
	input [127:0] REG_R ,
	input [63:0] REG_IO,
	input [1:0] SEL,
	input [1:0] REG_O_TYPE,
	input [3:0] REG_A_ADDR,
	input [3:0] REG_B_ADDR,
	input [3:0] REG_O_ADDR,
	input [7:0] IM,
	output reg [7:0] REG_A,
	output reg [7:0] REG_B
 );
 reg [7:0] REG_A_VALUE;
 reg [7:0] REG_B_VALUE;
 always @(posedge CLK_DC) begin
	case (REG_A_ADDR) 
		4'd0: REG_A_VALUE = REG_R[7:0];
		4'd1: REG_A_VALUE = REG_R[15:8];
		4'd2: REG_A_VALUE = REG_R[23:16];
		4'd3: REG_A_VALUE = REG_R[31:24];
		4'd4: REG_A_VALUE = REG_R[39:32];
		4'd5: REG_A_VALUE = REG_R[47:40];
		4'd6: REG_A_VALUE = REG_R[55:48];
		4'd7: REG_A_VALUE = REG_R[63:56];
		4'd8: REG_A_VALUE = REG_R[71:64];
		4'd9: REG_A_VALUE = REG_R[79:72];
		4'd10: REG_A_VALUE = REG_R[87:80];
		4'd11: REG_A_VALUE = REG_R[95:88];
		4'd12: REG_A_VALUE = REG_R[103:96];
		4'd13: REG_A_VALUE = REG_R[111:104];
		4'd14: REG_A_VALUE = REG_R[119:112];
		4'd15: REG_A_VALUE = REG_R[127:120];
	endcase
	case (REG_B_ADDR) 
		4'd0: REG_B_VALUE = REG_R[7:0];
		4'd1: REG_B_VALUE = REG_R[15:8];
		4'd2: REG_B_VALUE = REG_R[23:16];
		4'd3: REG_B_VALUE = REG_R[31:24];
		4'd4: REG_B_VALUE = REG_R[39:32];
		4'd5: REG_B_VALUE = REG_R[47:40];
		4'd6: REG_B_VALUE = REG_R[55:48];
		4'd7: REG_B_VALUE = REG_R[63:56];
		4'd8: REG_B_VALUE = REG_R[71:64];
		4'd9: REG_B_VALUE = REG_R[79:72];
		4'd10: REG_B_VALUE = REG_R[87:80];
		4'd11: REG_B_VALUE = REG_R[95:88];
		4'd12: REG_B_VALUE = REG_R[103:96];
		4'd13: REG_B_VALUE = REG_R[111:104];
		4'd14: REG_B_VALUE = REG_R[119:112];
		4'd15: REG_B_VALUE = REG_R[127:120];
	endcase
	case (SEL)
		2'b00: begin
			REG_A <= REG_A_VALUE;
			REG_B <= REG_B_VALUE;
		end
		2'b01: begin
			case (REG_O_TYPE)
				2'b00: begin
					REG_A <= REG_O_ADDR;
					REG_B <= 8'd0;
				end
				2'b01: begin
					REG_A <= REG_O_ADDR;
					REG_B <= 8'd0;
				end
				2'b10: begin
					REG_A <= REG_O_ADDR;
					REG_B <= 8'd0;
				end
			endcase
		end
		2'b10: begin
			REG_A <= REG_A_VALUE;
			REG_B <= IM;
		end
		2'b11:begin
			REG_A[7:4] <= 4'b0000;
			REG_A[3:0] <= REG_B_ADDR;
			REG_B <= 8'd0;
		end
	endcase	
 end
 endmodule
==> impl_metrics.env <==
# implementation run metrics
export IMPL_status="completed"
export IMPL_post_cts_buffers=0
export IMPL_dpl_hpwl_mm=17.2
export IMPL_warning_count=89
export IMPL_met1_length_mm=9.04
export IMPL_post_synth_cell_area_avg_um2=7.79
export IMPL_grt_max_degree=32
export IMPL_grt_usage_pct=13.9
export IMPL_dieHeight_um=166
export IMPL_rsz0062_at_grt="no"
export IMPL_ys_area_um2=3180
export IMPL_p_int_w=0.000878
export IMPL_holdCritPathClass="primary input to flip-flop"
export IMPL_critical_path_required_ns=2.88
export IMPL_postLayoutCellArea_um2=5380
export IMPL_cts_buffers=3
export IMPL_htree_num_levels=1
export IMPL_clock_sink_count=16
export IMPL_peakVddDrop_mv=0.141
export IMPL_vias=4262
export IMPL_crit_end="REG_B[4]"
export IMPL_startpoint_type="primary input"
export IMPL_ys_types=61
export IMPL_p_leak_nw=1.86
export IMPL_drt_iter0_markers=429
export IMPL_fin_crit_sh_pct=90.3
export IMPL_setup_violations=0
export IMPL_hold_viol_final=0
export IMPL_synth_warnings=1
export IMPL_fp_dieW_um=166
export IMPL_critPathLaunch="REG_B_ADDR[3]"
export IMPL_ys_flop_type="edfxtp_1"
export IMPL_cts_tree="done"
export IMPL_core_um2=21000
export IMPL_grt_pass1_vias=4384
export IMPL_grt_pass1_wl_mm=29.2
export IMPL_cp_max_fo=29
export IMPL_layout_top_cell="clkdlybuf4s50_1"
export IMPL_grt_overflow=0
export IMPL_p_clk_share_pct=19.1
export IMPL_drive_above_1_share_pct=11.1
export IMPL_yosysTopAreaCell="edfxtp_1"
export IMPL_fin_ws_ns=0.280
export IMPL_fp_util_pct=15.1
export IMPL_slowest_delay_ns=0.50
export IMPL_placed_cell_area_um2=5300
export IMPL_place_inst=846
export IMPL_p_total_w=0.00130
export IMPL_antenna_left=0
export IMPL_top_cell_area_share_pct=15.1
export IMPL_finalMaxSlewViolations=0
export IMPL_placementRows=53
export IMPL_relSlewSlack_pct=54.8
export IMPL_area_leaders="edfxtp_1 15%, mux2i_1 7.9%, a22oi_1 6.6%"
export IMPL_min_from="REG_A_ADDR[0]"
export IMPL_numSynthFlops=16
export IMPL_postRouteWirelength_mm=20.3
export IMPL_p_per_area_nw_per_um2=242
export IMPL_synth_cells=408
export IMPL_antenna_found_initial=2
export IMPL_cp_slowest_cell="clkdlybuf4s50_1"
export IMPL_wl_met3_mm=2.22
export IMPL_drt_vias_per_instance=5.01
export IMPL_die_area_um2=27600
export IMPL_drc=0
export IMPL_ys_seq_share_pct=15.1
export IMPL_path_cells="clkdlybuf4s50_1, buf_12, and2b_1, a22oi_1, o32ai_1, nor3_1, buf_4, o21ai_0"
export IMPL_place_ws_ns=-0.154
export IMPL_firstDrtPassIters=5
export IMPL_ios=233
export IMPL_power_frac_comb_pct=58.4
export IMPL_power_switching_w=0.000424
export IMPL_cp_end_kind="flip-flop"
export IMPL_clock_fmax_mhz=382
export IMPL_fin_cells=850
export IMPL_top_layer_used="met5"
export IMPL_worst_slew_pin_slew_ns=0.676
export IMPL_finalCriticalPeriod_ns=2.62
export IMPL_yosys_cells=408
export IMPL_wire_per_inst_um=23.9
export IMPL_syn_to_final_growth_pct=69.2
export IMPL_worstSetupPathType="primary input to flip-flop"
export IMPL_place_congestion=0.946
export IMPL_cp_arrival_ns=2.60
export IMPL_p_seq_share_pct=22.5
export IMPL_synthArstFlopShare_pct=0
export IMPL_syn_area_um2=3180
export IMPL_max_clock_path_buffers=2
export IMPL_routed_wl_met2_mm=8.80
export IMPL_switching_share_pct=32.6
export IMPL_clk_pin_slew_ns=0.04
export IMPL_cts_root_buf="clkbuf_16"
export IMPL_io_buffers=168
export IMPL_lay_top_cells="165 x clkdlybuf4s50_1, 33 x buf_4, 32 x nand2_1, 28 x a22oi_1, 25 x mux2i_1"
export IMPL_synth_edff_count=16
export IMPL_cap_violations=0
-- Yosys cell counts, types with 5 or more instances --
| library cell | number |
|---|---|
| inv_1 | 9 |
| nor2_1 | 20 |
| buf_4 | 5 |
| a221oi_1 | 11 |
| o21ai_0 | 24 |
| nand2_1 | 32 |
| mux2_2 | 9 |
| nor2b_1 | 13 |
| a211oi_1 | 8 |
| buf_2 | 21 |
| nand2b_1 | 7 |
| a21oi_1 | 15 |
| mux2i_1 | 25 |
| a32oi_1 | 8 |
| nor3_1 | 14 |
| a22oi_1 | 28 |
| mux4_2 | 8 |
| nand3_1 | 14 |
| o32ai_1 | 6 |
| a31oi_1 | 12 |
| o22ai_1 | 12 |
| edfxtp_1 | 16 |
| clkbuf_1 | 10 |
-- power by group through the flow --
| stage | sequential, W | combinational, W | clock [W] |
|---|---|---|---|
| 5_1_grt | 0.000296 | 0.000808 | 0.000267 |
| 4_1_cts | 0.000294 | 0.000753 | 0.000251 |
| 6_report | 0.000293 | 0.000760 | 0.000249 |
-- sequential cells by signal, indices dropped and copies added, names as in the netlist --
signal	count
REG_A	8
REG_B	8
-- timing repair --
item	4_1_cts	5_1_grt
resized	0	1
hold buffers	0	0
setup endpoints to repair	0	1
hold endpoints to repair	0	0
-- stage by stage --
stage	util (%)	hold slack (ns)	TNS (ns)
after detailed placement	25.2	1.19	-0.196
after global routing	25.6	0.983	0
after global placement	25.2	1.19	-0.239
after CTS	25.5	0.940	0
final	25.6	0.966	0
after floorplan	-	0.767	0
-- layer usage --
layer  track usage, %  vias to the layer above
met3             4.10                       20
met5                0                        -
met1             19.8                     1990
met4             1.43                        2
li1                 -                     1990
met2             21.1                      260
-- critical path: cells and delay by family --
family	cells	cell delay (ns)
buffers and inverters	3	0.89
AND/OR/NAND/NOR	2	0.71
AND-OR/OR-AND	3	0.40
-- worst min path at each step --
| stage | end | slack, ns | depth (start not counted) |
|---|---|---|---|
| after CTS | REG_A[6] | 0.94 | 3 |
| final | REG_A[6] | 0.97 | 3 |
| after global routing | REG_A[6] | 0.98 | 3 |
-- area by class of cell --
type,instances,area [um2]
multi-input combinational,341,2440
tap,275,344
timing repair buffer,205,2000
fill,2301,15600
clock buffer,3,75.1
inverter,9,33.8
sequential,16,480
antenna,1,2.50
-- logic make-up after synthesis --
kind of cell | synth area share (%)
compound gates | 37.7
simple gates | 22.3
buf+inv | 8.15
mux | 16.7
flops | 15.1
No activity file was given, so power comes from the tool's default toggle rates.
